`run.sh`:
```
#!/bin/bash
# OpenROAD 26Q1-2900-gdf79404cd8, Yosys 0.63+post, stock flow scripts
make -C /OpenROAD-flow-scripts/flow DESIGN_CONFIG=/design/flow/config.mk WORK_HOME=/design/flow/orfs finish
```
`config.mk`:
```
export PLATFORM = sky130hd
export DESIGN_NAME = horizontal_counter
export DESIGN_NICKNAME = horizontal_counter
export VERILOG_FILES = /design/flow/design.v
export SDC_FILE = /design/flow/constraint.sdc
export NUM_CORES = 4
export LEC_CHECK = 1
export CORE_AREA = 10 10 73 73
export DIE_AREA = 0 0 83 83
```
`constraint.sdc`:
```
current_design horizontal_counter

set clk_period 2.5
set clk_io_pct 0.2

create_clock -name clk0 -period $clk_period [get_ports {clk_25MHz}]

set non_clock_inputs [all_inputs -no_clocks]
set_input_delay [expr $clk_period * $clk_io_pct] -clock clk0 $non_clock_inputs
set_output_delay [expr $clk_period * $clk_io_pct] -clock clk0 [all_outputs]
```
`design.v`:
```
`timescale 1ns / 1ps
module horizontal_counter (
    input  wire clk_25MHz,
    output reg  enable_V_Counter,
    output reg [15:0] H_Count_Value
);
  always @(posedge clk_25MHz) begin
    if (H_Count_Value < 799) begin
      H_Count_Value <= H_Count_Value + 1;
      enable_V_Counter <= 0;
    end else begin
      H_Count_Value <= 0;  
      enable_V_Counter <= 1;  
    end
  end
  initial begin
    enable_V_Counter = 0;
    H_Count_Value = 0;
  end
endmodule
```
==> flow_summary.json <==
{
  "r2r-end": "H_Count_Value[3]",
  "diodes": 0,
  "ios": 18,
  "die-width_um": 83,
  "cp.required_ns": 2.62,
  "tool_warnings": 25,
  "clk_pin_slew_ns": 0.07,
  "fp.dieH_um": 83,
  "rr_worst_depth": 5,
  "clock_skew_ns": 0.00810,
  "syn_avg_cell_area_um2": 10.3,
  "hold_depth": 2,
  "relSlewSlack": 0.633,
  "min_to": "H_Count_Value[9]",
  "ys_sh_simple": 0.208,
  "area_growth_pct": 48.2,
  "clock-sinks": 17,
  "grt_pass1_wl_um": 2300,
  "rows": 22,
  "core_um2": 3740,
  "postLayoutCoreUtil": 0.240,
  "cp_max_fo": 8,
  "dp_hpwl_um": 1050,
  "drc": 0,
  "cts-resized-gates": 0,
  "fin_crit_ns": 1.78,
  "rsz0062_at_grt": "no",
  "cp_slowest_cell": "a211oi_1",
  "port_buffers": 17,
  "ys_area_um2": 607,
  "worstPathCellList": "ha_1, nand4_1, a211oi_1, buf_4, nor3_1",
  "wl_per_cell_um": 10.4,
  "setup_tns_ns": 0,
  "ys_seq_frac": 0.561,
  "cts.path.max_buffers": 2,
  "status": "complete, no violations",
  "reg2reg_slack_ns": 0.72,
  "reg2reg_from": "H_Count_Value[0]",
  "top_area_frac": 0.561,
  "yosys-mux-area-fraction": 0,
  "hold_viol_final": 0,
  "ys_sh_adder": 0.0206,
  "clk_latency_ns": 0.25,
  "fin_area_um2": 900,
  "nFillCells": 414,
  "p_per_area_nw_per_um2": 545,
  "tightest_slew_ns": 0.547,
  "gp_congestion": 0.765,
  "postSynthCellCount": 59,
  "cp_data_arrival_time_ns": 1.90,
  "cts_htree_levels": 1,
  "hold_class": "reg2reg",
  "logic_family": "simple AND/OR/NAND/NOR gates",
  "synth.ff_latch_count": 17,
  "cts_setup_buffers": 0,
  "startpoint_type": "flop",
  "yosysTopAreaCell": "dfxtp_1",
  "critPathKind": "reg2reg",
  "vias_per_cell": 3.71,
  "synthXorXnorAreaFrac": 0.0433,
  "grt-ovfl-total": 0,
  "finalMaxSlewViolations": 0,
  "synthAoiAreaFrac": 0.128,
  "grt_max_degree": 12,
  "yosysUniqueCellTypes": 24,
  "fmax_mhz": 562,
  "dieArea_um2": 6890,
  "initCoreUtil": 0.162,
  "ctsHoldBuffers": 0,
  "track_usage": 0.0377,
  "antenna_found_initial": 0,
  "ys_warn_count": 1,
  "ant_nets": 0,
  "setup_viol": 0,
  "fin_crit_sh": 0.712,
  "power_leakage_nw": 0.283,
  "cpPeakStageDelay_ns": 0.52,
  "crit_path_end_kind": "flop",
  "grt_pass1_vias": 500,
  "dr.first_iter.drc_count": 18,
  "vias": 490,
  "drive_gt1_frac": 0.107,
  "yosys_cells": 59,
  "cts-root-buf": "clkbuf_8",
  "first_pass_iters": 4,
  "topCellsByArea": "dfxtp_1, a211oi_1, a211oi_2, nor3_1, xor2_1",
  "cts_tree": "built",
  "syn_area_um2": 607,
  "cts_buffers": 3,
  "drt-total-wl_um": 1380,
  "hold_path_startpoint": "H_Count_Value[9]",
  "post_dp_cell_area_um2": 855,
  "peakVddDrop_mv": 0.158,
  "maxCapViolCount": 0,
  "timing.hold.ws_ns": 0.500
}
how the worst max path moves through the flow:
stage / from / end / cells past startpoint
6_report: H_Count_Value[0] / H_Count_Value[3] / 5
5_1_grt: H_Count_Value[0] / H_Count_Value[4] / 5
4_1_cts: H_Count_Value[0] / H_Count_Value[3] / 5
layout by cell type (no fill, tap or decap), types with 2 or more instances in the layout:
cell type,synthesis,layout
a211oi_1,4,4
clkbuf_8,0,3
nor3_1,5,5
conb_1,1,6
xor2_1,2,2
or4_1,2,2
a211oi_2,2,2
or3_1,2,2
nand3_1,3,3
nand2_1,3,3
inv_1,3,3
dfxtp_1,17,17
clkdlybuf4s50_1,0,17
o21ai_0,3,3
layout make-up:
cell class	count	area (um2)	area share
clock buffer	4	45.0	0.0501
inverter	3	11.3	0.0125
multi-input combinational	42	265	0.295
sequential	17	340	0.378
tap	48	60.1	0.0668
timing repair buffer	18	178	0.197
power by group:
part           internal, mW  switching [mW]
clock network         0.113          0.0865
registers             0.276         0.00267
logic               0.00895         0.00245
stage by stage:
stage	power, mW	setup WS (ns)	cells
2_1_floorplan	0.286	1.14	64
3_3_place_gp	0.297	0.833	128
3_5_place_dp	0.297	0.780	128
4_1_cts	0.494	0.739	132
5_1_grt	0.512	0.565	132
6_report	0.490	0.721	132
kinds of logic (layout without fill, tap and decap cells):
kind of cell	Yosys count	in the layout
compound gates	10	10
xor+xnor	3	3
fa+ha+maj	1	1
buf+inv	5	25
flops	17	17
other cells	1	6
simple gates	22	22
state kept, by name (all words and copies together), names as in the netlist:
signal	flops
H_Count_Value	16
enable_V_Counter	1
critical path: cells and delay by family, from the launching register on:
family	cells	cell delay, ns
buf+inv	1	0.26
flops	1	0.40
compound gates	1	0.52
simple gates	2	0.24
fa+ha+maj	1	0.22
per-layer routing:
layer  wire (um)  track usage  share of wire  up-vias
li1            -            -              -      253
met1         757       0.0587           0.55      223
met2         546       0.0503           0.40       12
met3          46      0.00689          0.033        2
met4          27       0.0108          0.020        0
met5           0            0              0        -
synth_stat cells, drive strengths merged:
cell,number
dfxtp,17
a211oi,6
nor3,5
nand3,4
inv,3
nand2,3
o21ai,3
or3,3
or4,2
xor2,2
buf,1
clkbuf,1
conb,1
ha,1
nand4,1
nor2,1
nor3b,1
nor4,1
o31ai,1
or2,1
xnor2,1
Power is estimated from default activity; no workload was simulated.
