==> flow/design.v <==
`timescale 1ns / 1ps
module vertical_counter (
    input  wire clk_25MHz,
    input  wire enable_V_Counter,
    output reg [15:0] V_Count_Value = 0
);
  always @(posedge clk_25MHz) begin
    if (enable_V_Counter == 1'b1) begin
      if (V_Count_Value < 520) begin
        V_Count_Value <= V_Count_Value + 1;
      end else begin
        V_Count_Value <= 0;  
      end
    end
  end
endmodule
==> flow/run.sh <==
#!/bin/bash
# OpenROAD 26Q1-2900-gdf79404cd8, Yosys 0.63+post, stock flow scripts
make -C /OpenROAD-flow-scripts/flow DESIGN_CONFIG=/design/flow/config.mk WORK_HOME=/design/flow/orfs finish
==> flow/config.mk <==
export PLATFORM = sky130hd
export DESIGN_NAME = vertical_counter
export DESIGN_NICKNAME = vertical_counter
export VERILOG_FILES = /design/flow/design.v
export SDC_FILE = /design/flow/constraint.sdc
export NUM_CORES = 4
export LEC_CHECK = 1
export CORE_AREA = 10 10 73 73
export DIE_AREA = 0 0 83 83
==> flow/constraint.sdc <==
current_design vertical_counter

set clk_period 2.7
set clk_io_pct 0.2

create_clock -name clk0 -period $clk_period [get_ports {clk_25MHz}]

set non_clock_inputs [all_inputs -no_clocks]
set_input_delay [expr $clk_period * $clk_io_pct] -clock clk0 $non_clock_inputs
set_output_delay [expr $clk_period * $clk_io_pct] -clock clk0 [all_outputs]
==> results_dict.tcl <==
# metrics dict for downstream scripts
set metrics [dict create \
    worst_ep_arrival_time_ns 1.22 \
    cp-endpoint "V_Count_Value[5]" \
    finalCoreUtilization_pct 27.1 \
    grt_setup_unrepaired "no" \
    tritoncts.num_buffers 3 \
    reg2reg_to "V_Count_Value[8]" \
    total_switching_power_w 0.0000993 \
    timing.critical_path.slowest_stage_cell "sky130_fd_sc_hd__clkdlybuf4s50_1" \
    timing.reg2reg.worst_path_depth 4 \
    initial_antenna_violation_count 0 \
    path_max_fanout 7 \
    grt_first_pass_wirelength_mm 2.68 \
    design.core.area_sq_mm 0.00374 \
    synth.cell_area_sq_um 719 \
    global_route.overflow_total 0 \
    layout_min_cycle_time_ns 1.76 \
    cell_count_listed_in_synth_stat_txt 55 \
    critical-path-top-delay-family "buffers and inverters" \
    yosys.stat.chipArea_sq_um 719 \
    startpoint "V_Count_Value[5]" \
    endpoint_kind "output port" \
    rrSetupSlack_ns 1.05 \
    drt_first_pass_iters 4 \
    yosysWarnings 1 \
    port_buffers 17 \
    post_drt_via_cell_ratio 4.19 \
    combGateArea_sq_um 254 \
    timing.critical_path.required_ns 2.16 \
    first_global_vias 560 \
    power_density_mw_per_mm2 506 \
    seq_area_sq_um 480 \
    cp.buffers_inverters 1 \
    post_syn_area_per_cell_sq_um 13.1 \
    die_height_um 83 \
    dp_hpwl_mm 1.16 \
    min_period_over_period_pct 65.2 \
    final.hold.worst_slack_ns 0.694 \
    synthesis.instances 55 \
    synth_cell_type_count 20 \
    postCtsSetupRepairBufs 0 \
    root_buffer "sky130_fd_sc_hd__clkbuf_8" \
    final_antenna_net_count 0 \
    synth_flop_count 16 \
    timing.hold.worst.class "reg -> reg" \
    largest-register "V_Count_Value" \
    route.vias.total 540 \
    power_frac_clock_pct 34.0 \
    drtIter0Drc 32 \
    tightest_slew_ns 0.705 \
    setup_viol_count_final 0 \
    worstHoldStart "V_Count_Value[0]" \
    floorplan.initialDensity_pct 19.2 \
    power.sequential.fraction_pct 58.3 \
    detail_route.wirelength_mm 1.56 \
    layout-drive-gt1-share_pct 4.94 \
    ioPinCount 18 \
    path_class "reg -> out" \
    synth-seq-area-share_pct 66.8 \
    post_cts_resized 0 \
    internal_power_w 0.000414 \
    postCtsHoldBufs 0 \
    drv_cap 0 \
    cts.sink_count 16 \
    critical_path.startpoint_type "flop" \
    crit-reg2reg-launch "V_Count_Value[0]" \
    largest_reg_flops 16 \
    num-fill-cells 387 \
    antenna_cells_inserted 0 \
    tritoncts "yes" \
    grt_max_degree 17 \
    grt_usage_pct 4.54 \
    final_max_slew_viol_count 0 \
    comb_power_share_pct 7.7 \
    reg.largest.list "V_Count_Value: 16 flops" \
    final-hold-violation-count 0 \
    power.ir.vdd_worst_v 0.000405 \
    power.switching_fraction_pct 19.4 \
    tool_warnings 25 \
    clk-insertion-delay-late_ns 0.24 \
    detail_route.wl_per_cell_um 12.1 \
    clock_path_buffers 2 \
    max_clk_rate_mhz 568 \
    die-area_sq_mm 0.00689 \
    rows 22 \
    drcViolationCount 0 \
    tns_ns 0 \
    htree_num_levels 1 \
    outcome "finished clean" \
    worstPathCellList "clkdlybuf4s50_1" \
    cp_num_cells 1 \
    clock-skew-final_ns 0.00274 \
    finalWeightedCongestion 0.757 \
    clkTransAtPathRegs_ns 0.06 \
    leakage_nw 0.318 \
    area.growth.synth_to_final_pct 40.9 \
    max_stage_delay_ns 0.52 \
    die-width_um 83 \
    rel_slew_slack_pct 52.9 \
]
-- final cells by class --
cell class | instances | area share (%)
multi-input cells | 43 | 25.1
clock inverters | 1 | 0.370
flip-flops and latches | 16 | 47.4
well taps | 48 | 5.93
clock buffers | 3 | 4.07
inverters | 1 | 0.370
repair buffers | 17 | 16.8
-- worst min-delay path by stage --
stage / cells past startpoint / end / slack, ns
after CTS: 1 / V_Count_Value[0] / 0.70
after global routing: 1 / V_Count_Value[0] / 0.74
final: 1 / V_Count_Value[0] / 0.69
-- power groups by stage --
stage      logic, W  registers (W)  clock network (W)
5_1_grt   0.0000452       0.000301           0.000191
4_1_cts   0.0000411       0.000299           0.000179
6_report  0.0000394       0.000299           0.000174
-- synth_stat cells, drive strengths merged --
library cell	number	share of area (%)
a21oi	1	0.69
inv	1	0.52
a211oi	4	4.2
nand4	2	2.6
ha	1	1.7
nand2	3	1.6
o21ai	4	2.8
edfxtp	16	67
xnor2	2	2.4
xor2	1	1.2
nor4	2	1.7
nand3	4	2.8
nor2	2	1.0
or4	1	1.0
nor3b	1	1.0
nor3	4	2.8
a21boi	1	1.0
conb	1	0.52
or3	4	3.5
-- cells by family (layout without fill, tap and decap cells) --
logic type | after synthesis | after routing | synth area share [%]
and+or+nand+nor | 23 | 23 | 18.1
AOI/OAI and AO/OA | 10 | 10 | 8.70
buffers and inverters | 1 | 22 | 0.521
DFF | 16 | 16 | 66.8
other | 1 | 6 | 0.521
adders and majority gates | 1 | 1 | 1.74
xor gates and xnor gates | 3 | 3 | 3.65
-- per-stage QoR --
stage / cells / power (W) / setup slack (ns) / instance area, sq um
6_report: 129 / 0.000513 / 0.939 / 1010
5_1_grt: 129 / 0.000537 / 0.884 / 1010
4_1_cts: 129 / 0.000519 / 0.933 / 1010
3_5_place_dp: 125 / 0.000345 / 0.850 / 968
3_3_place_gp: 125 / 0.000344 / 0.879 / 968
2_1_floorplan: 60 / 0.000308 / 1.27 / 738
-- cell usage in the layout, fill, tap and decap left out, drive strengths merged, types with 3 or more instances in the layout --
| master | n |
|---|---|
| conb | 6 |
| nand3 | 4 |
| or3 | 4 |
| a211oi | 4 |
| nand2 | 3 |
| clkdlybuf4s50 | 17 |
| o21ai | 4 |
| clkbuf | 3 |
| nor3 | 4 |
| edfxtp | 16 |
-- metal layers --
layer  global-route usage [%]  part of all wire, %  vias up
li1                         -                    -      263
met1                     5.81                   49      251
met2                     6.28                   37       24
met3                     3.25                   13        2
met4                    0.462                 0.64        0
met5                        0                    0        -
Power is estimated from default activity; no workload was simulated.
